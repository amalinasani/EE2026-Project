**flow/design.v**
```verilog
`timescale 1ns / 1ps
module clock_381_00_hz(
    input clk_in,
    output reg clk_out
    );
    reg [17:0] count = 0;
    always @(posedge clk_in) begin
        clk_out = (count == 0);
        count = count + 1;
    end
endmodule
```
**flow/run.sh**
```bash
#!/bin/bash
# OpenROAD 26Q1-2900-gdf79404cd8, Yosys 0.63+post, stock flow scripts
make -C /OpenROAD-flow-scripts/flow DESIGN_CONFIG=/design/flow/config.mk WORK_HOME=/design/flow/orfs finish
```
**flow/config.mk**
```make
export PLATFORM = sky130hd
export DESIGN_NAME = clock_381_00_hz
export DESIGN_NICKNAME = clock_381_00_hz
export VERILOG_FILES = /design/flow/design.v
export SDC_FILE = /design/flow/constraint.sdc
export NUM_CORES = 4
export LEC_CHECK = 1
export CORE_AREA = 10 10 81 81
export DIE_AREA = 0 0 91 91
```
**flow/constraint.sdc**
```tcl
current_design clock_381_00_hz

set clk_period 3.2
set clk_io_pct 0.2

create_clock -name clk0 -period $clk_period [get_ports {clk_in}]

set non_clock_inputs [all_inputs -no_clocks]
set_input_delay [expr $clk_period * $clk_io_pct] -clock clk0 $non_clock_inputs
set_output_delay [expr $clk_period * $clk_io_pct] -clock clk0 [all_outputs]
```
==> run_results.csv <==
group,metric,value,unit
routing,routedWlPerCell,7.34,um
placed_design,dp.cells,137,
synth,yosys.cell_types.count,17,
clocking,cts_resized,0,
critical_path,crit_buf_inv,1,
clocking,clkSlewWorstSetupHoldPaths,60,ps
clocking,clock.latency.late_pin,250,ps
sta,max_freq,0.609,GHz
routing,dr.pass1.iters,2,
routing,drcViolationCount,0,
synth,ys_seq_share,51.8,%
sta,fin_setup_tns,0,ps
synth,yosysCellCount,70,
clocking,cts_tree,"yes",
critical_path,crit_path_start_kind,"flip-flop",
sta,rsz0062_at_grt,"false",
min_path,hp-start,"count[17]",
pwr,p_leak,0.000289,uW
critical_path,arrival,1000,ps
critical_path,r2r-end,"count[16]",
die,die_h,91,um
sta,finalHoldViolCount,0,
clocking,ctsHtreeMaxLevel,1,
clocking,postCtsHoldBufs,0,
critical_path,reg2reg_depth,5,
placed_design,dp_hpwl,784,um
placed_design,globalplace.congestion,0.808,
sta,slew_headroom,79.5,%
critical_path,crit_family,"buffers and inverters",
die,fp-utilization,15.2,%
die,row_count,25,
critical_path,worstPathCellList,"clkdlybuf4s50_1",
clocking,clockBufferDepth,2,
finish,multiInputGateArea,338,um^2
global_routing,grt_antenna_before_repair,0,
synth,synth_area,734,um^2
die,chip_area,8280,um^2
die,fp.coreArea,4820,um^2
clocking,cts_sinks,19,
clocking,cts_inserted_buffers,3,
finish,layout.cells.non_filler,141,
synth,mux_area_share,0,%
pwr,ir_worst_vdd,155,uV
global_routing,grt_pass1_wl,2100,um
critical_path,critPathKind,"flip-flop to output pin",
routing,drtIter0Drc,29,
global_routing,grt_usage,2.94,%
global_routing,grt-ovfl-total,0,
critical_path,r2r_slack,1820,ps
global_routing,grt_max_degree,11,
synth,yosys-stat-area,734,um^2
sta,setup_viol,0,
sta,worst_pin_slew,304,ps
min_path,holdPathStages,1,
job,warnings,26,
job,maxCapViolations,0,
synth,top_logic_kind,"simple AND/OR/NAND/NOR gates",
critical_path,cp-end-kind,"output pin",
die,chipWidth,91,um
finish,fill_cells,545,
sta,period_minus_slack,1640,ps
critical_path,slowest_stage,"clkdlybuf4s50_1",
synth,synthCells,70,
outcome,status,"completed",
die,ioPinCount,2,
routing,wirelength,1040,um
placed_design,port_buffers,1,
critical_path,path_max_fanout,1,
synth,synth.avg_cell_area,10.5,um^2
min_path,hold_end,"clk_out",
synth,synth-simple-area-share,23.5,%
synth,ys_sh_xor,19.1,%
routing,diodes,0,
sta,report.final.slew_viol_count,0,
global_routing,grt_pass1_vias,475,
clocking,post_cts_buffers,0,
finish,area_delta_synth_final,18.2,%
clocking,root_buffer,"clkbuf_8",
critical_path,worstPathRequired,2560,ps
critical_path,r2r-start,"count[1]",
synth,compound_area_share,0,%
synth,ys_sh_adder,3.41,%
routing,via_per_inst,3.36,
routing,ant_nets,0,
routing,vias,474,
synth,yosys_warnings,1,
sta,finClkSkew,0.695,ps
synth,ys.flops,19,
critical_path,cpPeakStageDelay,450,ps
min_path,hp-class,"flip-flop to flip-flop",
pwr,power_density,455,nW/um^2
finish,drive_gt1_share,8.11,%
sta,fin_crit_sh,51.3,%
finish,final-seq-area,380,um^2
metal layers:
| metal | vias to the layer above | GRT usage, % | wire (um) |
|---|---|---|---|
| met4 | 0 | 0.131 | 0 |
| li1 | 250 | - | - |
| met1 | 220 | 3.97 | 519 |
| met5 | - | 0 | 0 |
| met2 | 4 | 4.18 | 442 |
| met3 | 0 | 1.74 | 74 |
layout by cell type (no fill, tap or decap):
master,count
nand2_1,4
and4_1,1
nand4_1,6
nor2_1,4
nor3_2,2
inv_1,3
xor2_1,5
clkdlybuf4s50_1,1
nor4_1,3
nand4_2,1
dfxtp_1,19
and3_1,1
clkbuf_1,1
nor4b_1,1
nor3_1,1
xnor2_1,11
nand3_1,5
clkbuf_8,3
ha_1,2
flip-flops by register name, indices dropped and copies added (netlist names):
name,count
clk_out,1
count,18
synthesized netlist by cell type, drive strengths merged:
| cell | number | share of area [%] |
|---|---|---|
| and3 | 1 | 0.85 |
| nor2 | 4 | 2.0 |
| nand2 | 4 | 2.0 |
| ha | 2 | 3.4 |
| nand3 | 5 | 3.4 |
| nor4b | 1 | 1.2 |
| xnor2 | 11 | 13 |
| buf | 1 | 0.68 |
| inv | 3 | 1.5 |
| nor3 | 3 | 3.4 |
| xor2 | 5 | 6.0 |
| and4 | 1 | 1.2 |
| nor4 | 3 | 2.6 |
| dfxtp | 19 | 52 |
| nand4 | 7 | 6.8 |
stage by stage:
stage	total power [uW]	setup slack (ps)	area [um^2]	hold slack [ps]	util (%)
after floorplan	242	1950	734	414	-
after global placement	242	1820	823	436	17.1
after detailed placement	242	1820	823	439	17.1
after CTS	402	1540	868	455	18.0
after global routing	412	1490	868	487	18.0
final	395	1560	868	452	18.0
power by group:
group | switching [uW] | internal (uW)
Combinational | 0 | 0
Sequential | 0 | 236
Clock | 70.6 | 88.2
Total | 70.6 | 325
logic make-up after synthesis:
group / count (synthesis)
xor gates and xnor gates: 16
adders and majority gates: 2
buffers and inverters: 4
DFF: 19
and+or+nand+nor: 29
area by class of cell:
class | count | area share [%]
sequential | 19 | 43.8
multi-input combinational | 47 | 38.9
tap | 67 | 9.65
clock buffer | 4 | 5.19
inverter | 3 | 1.30
timing repair buffer | 1 | 1.15
worst max-delay path by stage:
stage         startpoint       to  slack (ps)  cells after the start
CTS              clk_out  clk_out        1540                      1
global route     clk_out  clk_out        1490                      1
finish           clk_out  clk_out        1560                      1
Power is estimated from default activity; no workload was simulated.
